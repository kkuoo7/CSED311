===== design.v =====
module BranchPredictorBTB(
    input reset,
    input clk,
    input [31:0] current_pc,
    input [31:0] ID_EX_pc,
    input [31:0] ID_EX_branch_target,
    input ID_EX_is_jal,
    input ID_EX_is_branch,
    input ID_EX_actual_branch_taken,
    output [31:0] btb_next_pc,
    output predict_branch_taken);
reg [59:0] Branch_table [31:0];  
wire [4:0] index;
wire [24:0] tag;
wire [59:0] Table_entry;
wire Table_hit;
wire [4:0] Update_index;
wire [24:0] Update_tag;
wire Update_Table_hit;
assign index = current_pc[6:2];
assign tag = current_pc[31:7];
assign Table_entry = Branch_table[index];
assign Update_index = ID_EX_pc[6:2];
assign Update_tag = ID_EX_pc[31:7];
assign Update_Table_hit = (Branch_table[Update_index][59] && (Branch_table[Update_index][58:34] == Update_tag))? 1 : 0;
always @(posedge clk)begin
    if(reset) begin
        Branch_table [0] <= 0; Branch_table [1] <= 0; Branch_table [2] <= 0; Branch_table [3] <= 0; 
        Branch_table [4] <= 0; Branch_table [5] <= 0; Branch_table [6] <= 0; Branch_table [7] <= 0; 
        Branch_table [8] <= 0; Branch_table [9] <= 0; Branch_table [10] <= 0; Branch_table [11] <= 0; 
        Branch_table [12] <= 0; Branch_table [13] <= 0; Branch_table [14] <= 0; Branch_table [15] <= 0; 
        Branch_table [16] <= 0; Branch_table [17] <= 0; Branch_table [18] <= 0; Branch_table [19] <= 0; 
        Branch_table [20] <= 0; Branch_table [21] <= 0; Branch_table [22] <= 0; Branch_table [23] <= 0; 
        Branch_table [24] <= 0; Branch_table [25] <= 0; Branch_table [26] <= 0; Branch_table [27] <= 0; 
        Branch_table [28] <= 0; Branch_table [29] <= 0; Branch_table [30] <= 0; Branch_table [31] <= 0;
    end
    else begin
        if(ID_EX_is_branch || ID_EX_is_jal) begin
            if(Update_Table_hit) begin
                if(ID_EX_actual_branch_taken) begin
                    case(Branch_table[Update_index][33:32])
                    2'b11: Branch_table[Update_index][33:32] <= 2'b11;
                    2'b10: Branch_table[Update_index][33:32] <= 2'b11;
                    2'b01: Branch_table[Update_index][33:32] <= 2'b10;
                    2'b00: Branch_table[Update_index][33:32] <= 2'b01;
                    endcase
                end
                else begin
                    case(Branch_table[Update_index][33:32])
                    2'b11: Branch_table[Update_index][33:32] <= 2'b10;
                    2'b10: Branch_table[Update_index][33:32] <= 2'b01;
                    2'b01: Branch_table[Update_index][33:32] <= 2'b00;
                    2'b00: Branch_table[Update_index][33:32] <= 2'b00;
                    endcase
                end
            end
            else begin 
                    Branch_table[Update_index][59] <= 1'b1;  
                    Branch_table[Update_index][58:34] <= ID_EX_pc[31:7];  
                    if(ID_EX_actual_branch_taken) begin 
                        Branch_table[Update_index][33:32] <= 2'b11;
                    end  
                    else begin 
                        Branch_table[Update_index][33:32] <= 2'b00;
                    end
                    Branch_table[Update_index][31:0] <= ID_EX_branch_target;  
            end
        end
        else begin end
    end
end
assign Table_hit = (Table_entry[59] && (Table_entry[58:34] == tag))? 1 : 0;
assign predict_branch_taken = (Table_entry[33] && Table_hit);
assign btb_next_pc = (predict_branch_taken) ? (Table_entry[31:0]) : (current_pc + 4);
endmodule

===== run.sh =====
#!/bin/bash
# OpenROAD 26Q1-2900-gdf79404cd8, Yosys 0.63+post, stock flow scripts
make -C /OpenROAD-flow-scripts/flow DESIGN_CONFIG=/design/flow/config.mk WORK_HOME=/design/flow/orfs finish

===== config.mk =====
export PLATFORM = sky130hd
export DESIGN_NAME = BranchPredictorBTB
export DESIGN_NICKNAME = BranchPredictorBTB
export VERILOG_FILES = /design/flow/design.v
export SDC_FILE = /design/flow/constraint.sdc
export NUM_CORES = 4
export LEC_CHECK = 1
export CORE_UTILIZATION = 50

===== constraint.sdc =====
current_design BranchPredictorBTB

set clk_period 44.7
set clk_io_pct 0.2

create_clock -name clk0 -period $clk_period [get_ports {clk}]

set non_clock_inputs [all_inputs -no_clocks]
set_input_delay [expr $clk_period * $clk_io_pct] -clock clk0 $non_clock_inputs
set_output_delay [expr $clk_period * $clk_io_pct] -clock clk0 [all_outputs]

==> reports/results.ini <==
[status]
run_status=completed

[cells_and_area]
regMostFlops=Branch_table
flow.area_growth_from_synthesis_pct=10.4
layout.cells.most_common_list=sky130_fd_sc_hd__edfxtp_1 (1,920), sky130_fd_sc_hd__and2_1 (1,013), sky130_fd_sc_hd__and3_1 (667)
reg_top3=Branch_table (1920)
final_layout_top_logic_cell=sky130_fd_sc_hd__edfxtp_1
finish.cell_count_without_fillers=9287
layout_cells_sized_above_1_pct=18.4
largest_register_ffs=1920

[clock_tree]
max-clock-path-buffers=3
post_cts_resize_count=0
cts.htree.levels=4
tritoncts=done
cts_made_buffers=205
post_cts_buffers=0
hold_buffers=0
worst_skew_pair.late_latency_ns=0.88
clk_tree_root_cell=sky130_fd_sc_hd__clkbuf_16
clock-sinks=1920
clk_transition_reported_paths_ns=0.06

[hold_path]
hold_path.startpoint=Branch_table[26][32]
min_path_type=reg2reg
hold_path_endpoint=Branch_table[23][32]
holdPathStages=6

[setup_path]
worst-setup-path-type=in2out
critPathMaxFanout=64
critical_path.endpoint_type=output pin
startpoint_of_the_most_critical_setup_path=current_pc[3]
critical_path.startpoint_type=input port
r2r.worst_path.cells=13
arrival_ns=16.13
reg2reg_setup_slack_ns=37.65
reg_to_reg_critical_path_endpoint=Branch_table[8][36]
crit_required_ns=35.76
r2r-start=Branch_table[26][58]

[floorplan]
row_count=161
initCoreUtil_pct=50.4
chipHeight_um=442
placeableCoreArea_um2=193000
dieArea_um2=196000
io-pin-count=134
die_w_um=442

[sta]
setup_slack_ns=19.63
final_setup_violation_count=0
period_needed_ns=25.07
timing_worst_slew_pin_value_ns=1.10
rsz0062_at_grt=no
slew_violations=0
timing.final.hold_violations=0
max_clock_freq_ghz=0.0399
clock-skew-final_ns=0.0422
slew_headroom_pct=26.4
layout_worst_path_cycle_share_pct=56.1
finalSetupTns_ns=0

[synth]
ys_ff=1920
synth_stat.cells=6675
yosysWarnings=1
syn_avg_cell_area_um2=14.5
ys_chip_area_um2=97000
synthCells=6675
post_synth_instance_area_um2=97000
synth.lib_cells_used.distinct=76
enable_flop_cells=1920
postSynth.asyncResetShare_pct=0
ys.flop_type=sky130_fd_sc_hd__edfxtp_1
yosys.stat.seqShare_pct=59.5

[drt]
wl_per_cell_um=39.8
avgViaCountPerCell=6.81
drt_pre_antenna_iters=8
antenna_left=0
remaining_drc_errors=0
routed_wirelength_um=370000
first_iter_violations=5277
num_vias=63200

[power_and_ir_drop]
maximum_vdd_drop_uv=36.0
p_switching_w=0.00107
clockPowerShare_pct=38.5
powerDensity_nw_per_um2=39.4
reg_power_share_pct=50.2
p_comb_share_pct=11.3
internal_power_w=0.00315
power.share.switching_pct=25.4
p_leak_nw=39.7

[global_route]
grtUsageTotal_pct=41.9
grt-ovfl-total=0
grt_max_degree=158
grt_pass1_wl_um=509000
first_global_vias=65000
antenna_found_initial=33

[placement]
place_congestion=1.01
place.detailed.instances=8858
portBuffers=131
dp_slack_ns=19.72
post-dp-hpwl_um=211000

[job]
maxCapViolations=0
warning_count=33

layer usage:
layer / share of wire, % / vias up / GRT usage (%)
li1: - / 25700 / -
met1: 30 / 30900 / 49.0
met2: 45 / 5192 / 56.6
met3: 17 / 1308 / 30.5
met4: 7.5 / 32 / 25.3
met5: 0.22 / - / 3.71
worst max path at each step:
stage	to	slack, ns	depth (start not counted)
4_1_cts	btb_next_pc[5]	19.71	16
5_1_grt	btb_next_pc[5]	19.42	16
6_report	btb_next_pc[5]	19.63	16
metrics by stage:
stage / hold slack (ns) / instance area (um2) / total power (W) / utilization, %
2_1_floorplan: 1.13 / 97000 / 0.00240 / -
3_3_place_gp: 1.29 / 101000 / 0.00261 / 52.3
3_5_place_dp: 1.31 / 101000 / 0.00262 / 52.3
4_1_cts: 1.30 / 107000 / 0.00421 / 55.5
5_1_grt: 1.38 / 107000 / 0.00432 / 55.5
6_report: 1.31 / 107000 / 0.00422 / 55.6
final cells by class:
cell class	count	area, um2
Tap cell	2526	3160
Timing Repair Buffer	434	3750
Fill cell	14800	85500
Inverter	9	41.3
Antenna cell	56	140
Clock buffer	260	5380
Clock inverter	113	878
Sequential cell	1920	57700
Multi-Input combinational cell	3969	36100
power by group through the flow:
stage         Sequential (W)  Combinational [W]  Clock, W
CTS                  0.00212           0.000464   0.00163
global route         0.00213           0.000487   0.00170
finish               0.00212           0.000476   0.00163
worst max-delay path, stage by stage:
cell and delay (ns):
sky130_fd_sc_hd__buf_8 0.37, sky130_fd_sc_hd__buf_4 0.66, sky130_fd_sc_hd__buf_12 0.44, sky130_fd_sc_hd__buf_4 0.63, sky130_fd_sc_hd__buf_4 0.63, sky130_fd_sc_hd__mux4_2 0.59, sky130_fd_sc_hd__mux2_2 0.28, sky130_fd_sc_hd__nand2_1 0.08
sky130_fd_sc_hd__nand4_1 0.38, sky130_fd_sc_hd__xor2_1 0.28, sky130_fd_sc_hd__or4_1 0.54, sky130_fd_sc_hd__a211o_1 0.27, sky130_fd_sc_hd__nor4_4 0.22, sky130_fd_sc_hd__buf_4 0.60, sky130_fd_sc_hd__mux2i_1 0.37, sky130_fd_sc_hd__clkdlybuf4s50_1 0.53
cells in the mapped netlist (8+ instances only):
| cell type | instances | area, um2 |
|---|---|---|
| sky130_fd_sc_hd__edfxtp_1 | 1920 | 57700 |
| sky130_fd_sc_hd__and2_1 | 1015 | 6350 |
| sky130_fd_sc_hd__and3_1 | 685 | 4290 |
| sky130_fd_sc_hd__mux2i_1 | 575 | 5760 |
| sky130_fd_sc_hd__mux4_2 | 486 | 10900 |
| sky130_fd_sc_hd__clkbuf_1 | 482 | 1810 |
| sky130_fd_sc_hd__o22ai_1 | 244 | 1530 |
| sky130_fd_sc_hd__buf_2 | 196 | 981 |
| sky130_fd_sc_hd__and4_1 | 173 | 1520 |
| sky130_fd_sc_hd__nand2_1 | 118 | 443 |
| sky130_fd_sc_hd__nor4_1 | 58 | 363 |
| sky130_fd_sc_hd__nor2_1 | 57 | 214 |
| sky130_fd_sc_hd__nand4_1 | 47 | 294 |
| sky130_fd_sc_hd__nand3_1 | 45 | 225 |
| sky130_fd_sc_hd__a211oi_1 | 38 | 285 |
| sky130_fd_sc_hd__a211oi_2 | 38 | 475 |
| sky130_fd_sc_hd__nand2b_1 | 37 | 231 |
| sky130_fd_sc_hd__a22oi_1 | 35 | 263 |
| sky130_fd_sc_hd__buf_6 | 35 | 394 |
| sky130_fd_sc_hd__xor2_1 | 34 | 298 |
| sky130_fd_sc_hd__buf_4 | 31 | 233 |
| sky130_fd_sc_hd__buf_1 | 29 | 109 |
| sky130_fd_sc_hd__o21ai_0 | 28 | 140 |
| sky130_fd_sc_hd__a221oi_1 | 23 | 201 |
| sky130_fd_sc_hd__a21o_1 | 18 | 135 |
| sky130_fd_sc_hd__or2_2 | 18 | 113 |
| sky130_fd_sc_hd__mux2_2 | 17 | 191 |
| sky130_fd_sc_hd__or2_1 | 17 | 106 |
| sky130_fd_sc_hd__xnor2_1 | 16 | 140 |
| sky130_fd_sc_hd__a21oi_1 | 14 | 70.1 |
| sky130_fd_sc_hd__o211ai_1 | 13 | 97.6 |
| sky130_fd_sc_hd__nand4b_1 | 9 | 78.8 |
| sky130_fd_sc_hd__nor2b_1 | 9 | 56.3 |
| sky130_fd_sc_hd__nor3_1 | 8 | 40.0 |
cells by family (layout without fill, tap and decap cells):
kind of cell	count (synthesis)	after routing	synth area share (%)
buffers and inverters	786	816	3.71
XOR/XNOR	50	50	0.452
adder cells (fa/ha/maj)	1	1	0.0129
flip-flops	1920	1920	59.5
other	0	56	0
AND-OR/OR-AND	484	484	3.60
multiplexers	1081	1081	17.5
AND/OR/NAND/NOR	2353	2353	15.3
Power figures rest on the tool's default switching activity, not on a simulated workload.
