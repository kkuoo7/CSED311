$ cat /design/flow/design.v
module BranchPredictorGshare(
    input reset,
    input clk,
    input [31:0] current_pc,
    input [31:0] ID_EX_pc,
    input [31:0] ID_EX_branch_target,
    input ID_EX_is_jal,
    input ID_EX_is_branch,
    input ID_EX_actual_branch_taken,
    input [6:0] opcode,
    output [31:0] btb_next_pc,
    output predict_branch_taken);
reg [59:0] Branch_table [31:0];  
reg [4:0] Branch_histroy_shift_Reg;
wire [4:0] index;
wire [24:0] tag;
wire [59:0] Table_entry;
wire Table_hit;
wire [4:0] Update_index;
wire [24:0] Update_tag;
wire Update_Table_hit;
assign index = current_pc[6:2] ^ Branch_histroy_shift_Reg;
assign tag = current_pc[31:7];
assign Table_entry = Branch_table[index];
assign Update_index = ID_EX_pc[6:2] ^ Branch_histroy_shift_Reg;
assign Update_tag = ID_EX_pc[31:7];
assign Update_Table_hit = (Branch_table[Update_index][59] && (Branch_table[Update_index][58:34] == Update_tag))? 1 : 0;
always @(posedge clk)begin
    if(reset) begin
        Branch_table [0] <= 0; Branch_table [1] <= 0; Branch_table [2] <= 0; Branch_table [3] <= 0; 
        Branch_table [4] <= 0; Branch_table [5] <= 0; Branch_table [6] <= 0; Branch_table [7] <= 0; 
        Branch_table [8] <= 0; Branch_table [9] <= 0; Branch_table [10] <= 0; Branch_table [11] <= 0; 
        Branch_table [12] <= 0; Branch_table [13] <= 0; Branch_table [14] <= 0; Branch_table [15] <= 0; 
        Branch_table [16] <= 0; Branch_table [17] <= 0; Branch_table [18] <= 0; Branch_table [19] <= 0; 
        Branch_table [20] <= 0; Branch_table [21] <= 0; Branch_table [22] <= 0; Branch_table [23] <= 0; 
        Branch_table [24] <= 0; Branch_table [25] <= 0; Branch_table [26] <= 0; Branch_table [27] <= 0; 
        Branch_table [28] <= 0; Branch_table [29] <= 0; Branch_table [30] <= 0; Branch_table [31] <= 0;
        Branch_histroy_shift_Reg <= 0;
    end
    else begin
        if(ID_EX_is_branch || ID_EX_is_jal) begin
            if(Update_Table_hit) begin
                if(ID_EX_actual_branch_taken) begin
                    case(Branch_table[Update_index][33:32])
                    2'b11: Branch_table[Update_index][33:32] <= 2'b11;
                    2'b10: Branch_table[Update_index][33:32] <= 2'b11;
                    2'b01: Branch_table[Update_index][33:32] <= 2'b10;
                    2'b00: Branch_table[Update_index][33:32] <= 2'b01;
                    endcase
                end
                else begin
                    case(Branch_table[Update_index][33:32])
                    2'b11: Branch_table[Update_index][33:32] <= 2'b10;
                    2'b10: Branch_table[Update_index][33:32] <= 2'b01;
                    2'b01: Branch_table[Update_index][33:32] <= 2'b00;
                    2'b00: Branch_table[Update_index][33:32] <= 2'b00;
                    endcase
                end
            end
            else begin 
                    Branch_table[Update_index][59] <= 1'b1;  
                    Branch_table[Update_index][58:34] <= ID_EX_pc[31:7];  
                    if(ID_EX_actual_branch_taken) begin 
                        Branch_table[Update_index][33:32] <= 2'b11;
                    end  
                    else begin 
                        Branch_table[Update_index][33:32] <= 2'b00;
                    end
                    Branch_table[Update_index][31:0] <= ID_EX_branch_target;  
            end
            if(ID_EX_is_jal) begin 
                Branch_histroy_shift_Reg <= {Branch_histroy_shift_Reg[3:0], 1'b1};
            end
            else begin 
                if(ID_EX_actual_branch_taken) begin 
                Branch_histroy_shift_Reg <= {Branch_histroy_shift_Reg[3:0], 1'b1};
                end
                else begin 
                Branch_histroy_shift_Reg <= {Branch_histroy_shift_Reg[3:0], 1'b0};
                end
            end
        end
        else begin end
    end
end
assign Table_hit = (Table_entry[59] && (Table_entry[58:34] == tag))? 1 : 0;
assign predict_branch_taken = (Table_entry[33] && Table_hit) && (opcode == 7'b1100011 || opcode == 7'b1101111);
assign btb_next_pc = (predict_branch_taken) ? (Table_entry[31:0]) : (current_pc + 4);
endmodule
$ cat /design/flow/run.sh
#!/bin/bash
# OpenROAD 26Q1-2900-gdf79404cd8, Yosys 0.63+post, stock flow scripts
make -C /OpenROAD-flow-scripts/flow DESIGN_CONFIG=/design/flow/config.mk WORK_HOME=/design/flow/orfs finish
$ cat /design/flow/config.mk
export PLATFORM = sky130hd
export DESIGN_NAME = BranchPredictorGshare
export DESIGN_NICKNAME = BranchPredictorGshare
export VERILOG_FILES = /design/flow/design.v
export SDC_FILE = /design/flow/constraint.sdc
export NUM_CORES = 4
export LEC_CHECK = 1
export CORE_UTILIZATION = 30
$ cat /design/flow/constraint.sdc
current_design BranchPredictorGshare

set clk_period 89.9
set clk_io_pct 0.2

create_clock -name clk0 -period $clk_period [get_ports {clk}]

set non_clock_inputs [all_inputs -no_clocks]
set_input_delay [expr $clk_period * $clk_io_pct] -clock clk0 $non_clock_inputs
set_output_delay [expr $clk_period * $clk_io_pct] -clock clk0 [all_outputs]
==> qor_table.md <==
| Item | Reported | Unit |
|:---|:---|:---|
| Sequential area share after synthesis | 60.7 | % |
| Tool warning count | 33 | - |
| Setup TNS | 0 | ps |
| Worst-Skew Late Latency | 880 | ps |
| Async set-reset flop share out of synthesis | 0 | % |
| Chip width | 565 | um |
| Logic pwr share | 15.3 | % |
| Max Slew Vio Count | 0 | - |
| TritonCTS Buffers | 198 | - |
| Post-cts gate resize count | 0 | - |
| CP Data Arrival Time | 25,970 | ps |
| Core Density at Floorplan | 30.2 | % |
| Startpoint type of the worst setup path | input port | - |
| Root Buffer | clkbuf_16 | - |
| Die height | 565 | um |
| Sw frac | 27.2 | % |
| Most repeated library cell on the critical path | buf_4 | - |
| Flip-flops with a built-in enable | 1,920 | - |
| Post-Layout Cell Count | 11.4k | - |
| Count of routing violations after the opening detailed-route iteration | 4,897 | - |
| Unrepaired setup endpoints after global routing | no | - |
| Fin crit period | 43,950 | ps |
| Count of hold-fix buffers inserted at cts | 0 | - |
| Post-place setup slack | 46,030 | ps |
| Post-synthesis instance total | 7,119 | - |
| CTS sink cnt | 1,925 | - |
| Worst r2r path cells | 20 | - |
| TritonCTS clock tree | built | - |
| Req. time, crit path | 71,920 | ps |
| Int Pwr | 1.57 | mW |
| Total gr overflow | 0 | - |
| Number of cells in Yosys stat | 7,119 | - |
| Clk_skew | 64.1 | ps |
| Register bit count reported by yosys | 1,925 | - |
| Count of cells along the worst hold path | 3 | - |
| Syn. warnings | 1 | - |
| Final Hold Fails | 0 | - |
| Area of the core | 315,000 | sq um |
| Min-Delay Path Class | flop to flop | - |
| Area overhead of the layout relative to synthesis | 13.3 | % |
| Stage delay of the slowest cell on the critical path | 850 | ps |
| Router iterations before antenna repair | 6 | - |
| Main synth FF type | edfxtp_1 | - |
| Final critical-path setup slack | 45,950 | ps |
| Crit path max fanout | 43 | - |
| Count of vias placed by the detailed router | 63.9k | - |
| Global-route wire length before repair | 508 | mm |
| Power after layout | 2.16 | mW |
| Slew margin rel. | 0.656 | % |
| Smallest hold slack | 668 | ps |
| Total routed wirelength | 365 | mm |
| Reg-to-Reg Start | Branch_histroy_shift_Reg[0]$_SDFFE_PP0N_ | - |
| Netlist area before placement | 95,200 | sq um |
| Share of the clock period used by the worst path | 48.9 | % |
| Antenna-violating nets left | 0 | - |
| Placer Congestion | 0.973 | - |
| Cell count after placement | 11.0k | - |
| Critical Path End Type | primary output | - |
| Transition time at the pin with the least slew margin | 1480 | ps |
| Syn Area/Cell | 13.4 | sq um |
| Static leakage power | 37.5 | nW |
| Largest net degree at the start of global routing | 104 | - |
| H-tree Lvls | 4 | - |
| Register-to-Register Setup Slack | 80,680 | ps |
| Maximum clock frequency | 22.8 | MHz |
| Site row count | 206 | - |
| Fraction of layout instances using a drive strength above 1 | 16.4 | % |
| Result of the run | finished, final reports clean | - |
| Flop pwr share | 48.1 | % |
| Max-cap violations | 0 | - |
| Combined buffer and inverter count along the critical path | 7 | - |
| Setup bufs post-CTS | 0 | - |
| Maximum buffer depth of the clock tree | 4 | - |
| Clock network fraction of total power | 36.7 | % |
| NetSw | 0.586 | mW |
| Average routed wire per standard cell | 31.9 | um |
| Final setup viols | 0 | - |
| Worst VDD drop | 0.0147 | mV |
| Drc violations | 0 | - |
| Yosys synthesis chip area | 95,200 | sq um |
| Area of the die | 320,000 | sq um |
| Worst hold path endpoint | Branch_histroy_shift_Reg[2]$_SDFFE_PP0N_ | - |
| Capturing point of the worst reg2reg path | Branch_table[25][35]$_SDFFCE_PN0P_ | - |
| Via count of the first global-routing pass | 67.8k | - |
| Port-buffer cells | 138 | - |
| Boundary Pins | 141 | - |
| Critical path type | input port to primary output | - |
| GRT Total Usage | 24.3 | % |
| Pwr dens | 20.0 | nW/um^2 |
| Antenna violations before repair | 51 | - |
| Family of cells with the greatest summed delay on the critical path | buffers and inverters | - |
| Post-CTS clock slew at the launch and capture registers of the worst setup and hold paths | 60 | ps |
| Worst path cell trace | clkdlybuf4s50_1 > xor2_4 > buf_4 > buf_4 > buf_4 > buf_4 > nand2_1 > nor2_1 > a22oi_1 > nand4_1 > xor2_1 > nor4_1 > nand4_1 > or4_4 > buf_4 > mux2i_1 > clkdlybuf4s50_1 | - |
| Startpoint of the worst hold path | Branch_histroy_shift_Reg[2]$_SDFFE_PP0N_ | - |
| Via count normalized by instance count | 5.59 | - |
| Detail Placement HPWL | 212 | mm |
| Count of unique library cells instantiated by Yosys | 62 | - |
| Slowest cell on the critical path | clkdlybuf4s50_1 | - |
flip-flops by register name (all words and copies together) (netlist names):
| name | flops |
|---|---|
| Branch_table | 1920 |
| Branch_histroy_shift_Reg | 5 |
cell usage in the layout (no fill, tap or decap), types with 92 or more instances in the layout:
| cell type | instances |
|---|---|
| mux2i_1 | 235 |
| nor3_1 | 145 |
| and2_1 | 1305 |
| edfxtp_1 | 1920 |
| buf_4 | 279 |
| mux4_2 | 521 |
| nand3_1 | 242 |
| nand4_1 | 92 |
| nand2_1 | 822 |
| clkdlybuf4s50_1 | 137 |
| clkbuf_16 | 201 |
| nor2_1 | 472 |
tightest hold or removal path, cell delays in order (launching register included):
cell	delay [ps]
dfxtp_1	290
buf_4	190
nand2_1	80
a21oi_1	50
cells in the mapped netlist, types with 3 or more instances:
library cell | n | area (sq um)
o221ai_1 | 3 | 26.3
nor3_1 | 151 | 756
a32o_1 | 3 | 30.0
nand4_1 | 92 | 576
mux4_2 | 521 | 11700
buf_6 | 20 | 225
or4_1 | 5 | 37.5
buf_1 | 53 | 199
a41oi_1 | 4 | 35.0
or3_1 | 6 | 37.5
o21ai_0 | 17 | 85.1
mux2i_1 | 235 | 2350
buf_4 | 26 | 195
edfxtp_1 | 1920 | 57700
nand2b_1 | 36 | 225
nand2_1 | 825 | 3100
or2_2 | 32 | 200
nand3_1 | 242 | 1210
a2111oi_0 | 3 | 26.3
xnor2_1 | 48 | 420
dfxtp_1 | 5 | 100
a31oi_1 | 78 | 488
a21oi_1 | 83 | 415
o31ai_1 | 3 | 22.5
and2_1 | 1305 | 8160
o32ai_1 | 3 | 26.3
xor2_1 | 54 | 473
nor4_1 | 25 | 156
and3_1 | 15 | 93.8
o2111ai_1 | 7 | 61.3
a221oi_1 | 9 | 78.8
clkbuf_1 | 445 | 1670
a211oi_1 | 6 | 45.0
buf_2 | 131 | 656
inv_1 | 4 | 15.0
a22oi_1 | 53 | 398
o22ai_1 | 17 | 106
a32oi_1 | 84 | 736
nor2_1 | 506 | 1900
a311oi_1 | 13 | 114
layer usage:
metal	routed length [um]	global-route usage [%]	vias up
li1	-	-	26295
met1	106000	23.7	30536
met2	156000	33.6	5753
met3	76900	22.6	1223
met4	23600	12.5	70
met5	1650	4.58	-
worst max-delay path by stage:
| stage | start | to | slack, ps | cells past startpoint |
|---|---|---|---|---|
| after CTS | current_pc[5] | btb_next_pc[8] | 46040 | 19 |
| after global routing | current_pc[5] | btb_next_pc[7] | 45850 | 17 |
| final | current_pc[5] | btb_next_pc[4] | 45950 | 17 |
cell families after synthesis:
group                      synth area share (%)
DFF                                        60.7
xor gates and xnor gates                  0.996
muxes                                      14.8
and+or+nand+nor                            17.4
AOI/OAI and AO/OA                          2.97
buffers and inverters                      3.14
adders and majority gates                0.0131
power by group through the flow:
stage	registers [mW]	logic, mW	clock network, mW
global route	1.04	0.339	0.830
finish	1.04	0.330	0.790
CTS	1.04	0.321	0.797
stage by stage:
step	area [sq um]	util [%]
after floorplan	95200	-
after global placement	102000	32.3
after detailed placement	102000	32.3
after CTS	108000	34.2
after global routing	108000	34.2
final	108000	34.2
cell type report:
class,count,area (sq um)
diodes,45,113
repair buffers,428,3690
clock inverters,106,752
fillers,29527,207000
inverters,4,15.0
flip-flops and latches,1925,57800
clock buffers,250,5230
well taps,4160,5200
multi-input cells,4513,35100
Power and IR drop assume default switching activity.
