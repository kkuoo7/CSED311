[constraint.sdc]
current_design RegisterFile

set clk_period 9.3
set clk_io_pct 0.2

create_clock -name clk0 -period $clk_period [get_ports {clk}]

set non_clock_inputs [all_inputs -no_clocks]
set_input_delay [expr $clk_period * $clk_io_pct] -clock clk0 $non_clock_inputs
set_output_delay [expr $clk_period * $clk_io_pct] -clock clk0 [all_outputs]
[config.mk]
export PLATFORM = sky130hd
export DESIGN_NAME = RegisterFile
export DESIGN_NICKNAME = RegisterFile
export VERILOG_FILES = /design/flow/design.v
export SDC_FILE = /design/flow/constraint.sdc
export NUM_CORES = 4
export LEC_CHECK = 1
export CORE_UTILIZATION = 30
[design.v]
module RegisterFile(input	reset,
                    input clk,
                    input [4:0] rs1,           
                    input [4:0] rs2,           
                    input [4:0] rd,            
                    input [31:0] rd_din,       
                    input write_enable,           
                    output [31:0] rs1_dout,    
                    output [31:0] rs2_dout,   
                    output [31:0] x17);
  integer i;
  reg [31:0] rf[0:31];
  assign rs1_dout = rf[rs1]; 
  assign rs2_dout = rf[rs2]; 
  assign x17 = rf[17];
  always @ (posedge clk) begin 
    if (write_enable && rd != 0) begin 
      rf[rd] <= rd_din;
    end 
  end 
  always @(posedge clk) begin
    if (reset) begin
      for (i = 0; i < 32; i = i + 1)
        rf[i] = 32'b0;
      rf[2] = 32'h2ffc;  
    end
  end
endmodule
[run.sh]
#!/bin/bash
# OpenROAD 26Q1-2900-gdf79404cd8, Yosys 0.63+post, stock flow scripts
make -C /OpenROAD-flow-scripts/flow DESIGN_CONFIG=/design/flow/config.mk WORK_HOME=/design/flow/orfs finish
==> impl_metrics.tcl <==
# implementation run metrics
set metrics [dict create \
    status "completed" \
    max-slew-margin-rel_pct 34.9 \
    cp-start-kind "input port" \
    top_regs "rf (1024)" \
    instances_no_fill 7147 \
    syn_area_um2 55900 \
    cts_made_buffers 102 \
    postRouteAntennaNets 0 \
    dieHeight_um 434 \
    setup.worst_path.class "input port to output pin" \
    crit_top_cell "clkdlybuf4s50_1" \
    post-place-ws_ns 1.86 \
    lay_top_cells "1024 x mux2i_1, 1024 x edfxtp_1, 981 x and2_1, 194 x nand3_1, 193 x nand2_1" \
    clk_pin_slew_ns 0.07 \
    synth_cells 4603 \
    grt-ovfl-total 0 \
    synth-seq-cells 1024 \
    cp_max_fo 50 \
    setup_viol 0 \
    whs_ns 1.79 \
    p_leak_uw 0.0239 \
    finalWorstSetupSlack_ns 1.83 \
    warning_count 26 \
    dieArea_um2 188000 \
    clock.fmax_ghz 0.134 \
    dieWidth_um 434 \
    numPortBuffers 145 \
    path_cells "clkdlybuf4s50_1 > nor2b_4 > buf_12 > a22o_1 > nor3_1 > a31oi_1 > nand3_1 > clkdlybuf4s50_1" \
    ys_cells 4603 \
    postCtsHoldBufs 0 \
    firstDrtPassIters 5 \
    post_cts_buffers 0 \
    hold_viol_final 0 \
    fp_util_pct 30.2 \
    cts_root_buf "clkbuf_16" \
    io_pins 146 \
    dp_hpwl_mm 113 \
    slowest_stage "nor2b_4" \
    top_cell_area_share_pct 55.0 \
    antenna_found_initial 11 \
    ys_warn_count 1 \
    yosys_area_um2 55900 \
    placed_cells 6958 \
    cp-end-kind "output pin" \
    gp_congestion 0.940 \
    final_max_slew_viol_count 0 \
    grt_max_degree 83 \
    grt_pass1_wl_mm 274 \
    syn_avg_cell_area_um2 12.2 \
    first_iter_violations 2467 \
    core_um2 185000 \
    netlist_top_cells_area "edfxtp_1 55%, mux2i_1 18%, and2_1 11%, a22oi_1 2.6%, a22o_1 2.0%" \
    post_drt_via_cell_ratio 5.27 \
    rows 158 \
    slowest_delay_ns 0.86 \
    fin_crit_sh_pct 80.3 \
    fin_tns_setup_ns 0 \
    cpLargestDelayFamily "buffers and inverters" \
    top_register "rf" \
    ir_worst_vdd_v 0.000146 \
    cts_tree "done" \
    yosysSeqAreaShare_pct 55.0 \
    seq_area_um2 30700 \
    cts_resized 0 \
    grt_pass1_vias 38400 \
    largest_register_ffs 1024 \
    cp.required_ns 7.44 \
    cts_sinks 1024 \
    fill_cells 17700 \
    finalWirelength_mm 194 \
    drv_cap 0 \
    vias 37700 \
    p_per_area_nw_per_um2 172 \
    fin_util_pct 33.9 \
    synth.distinct_cells 27 \
    drc_errors 0 \
    layout-drive-gt1-share_pct 7.83 \
    hold_class "input port to flop" \
    track_usage_pct 21.4 \
    critPathBufInv 3 \
    worst_pin_slew_ns 0.974 \
    fin_crit_ns 7.47 \
    top_area_cell "edfxtp_1" \
    syn_to_final_growth_pct 12.4 \
    mi_logic_area_um2 23100 \
    wl_per_cell_um 27.1 \
    clockBufferDepth 3 \
    worst_ep_arrival_time_ns 5.61 \
    rsz0062_at_grt "no" \
    htreeDepth 3 \
]
==> layout make-up <==
type / count / share of cell area [%]
sequential: 1024 / 48.9
antenna: 6 / 0.0239
clock buffer: 123 / 4.22
timing repair buffer: 291 / 4.48
clock inverter: 60 / 0.607
multi-input combinational: 3163 / 36.8
tap: 2480 / 4.94
==> cells by family (layout without fill, tap and decap cells) <==
kind of cell	after synthesis	count (layout)	synth area share, %
AND/OR/NAND/NOR	1531	1531	15.6
other	1	38	0.00670
AND-OR/OR-AND	576	576	7.01
buffers and inverters	447	474	4.08
multiplexers	1024	1024	18.3
flip-flops	1024	1024	55.0
==> report_power, final <==
part	internal [uW]	total, uW	switching (uW)
clock network	2100	3910	1800
logic	512	1420	907
registers	5350	5490	135
==> stage by stage <==
step | area [um^2] | power, uW
global route | 62800 | 11100
global placement | 59800 | 6970
detailed placement | 59800 | 6980
CTS | 62800 | 10900
finish | 62900 | 10800
floorplan | 56100 | 6340
==> synthesized netlist by cell type, drive strengths merged <==
| master | instances |
|---|---|
| nor2 | 34 |
| a21oi | 192 |
| nand2b | 4 |
| nand2 | 195 |
| or3 | 12 |
| clkbuf | 260 |
| conb | 1 |
| and2 | 983 |
| nor3 | 64 |
| nor2b | 4 |
| or3b | 3 |
| a31oi | 64 |
| mux2i | 1024 |
| a22o | 128 |
| buf | 187 |
| nand3 | 194 |
| a22oi | 192 |
| or2 | 33 |
| edfxtp | 1024 |
| nand3b | 5 |
==> worst paths after layout <==
kind	cells past startpoint	end	from
setup / recovery	8	rs2_dout[14]	rs2[0]
hold / removal	2	rf[0][6]	reset
==> layer usage <==
metal	track usage, %	routed length [um]	up-vias
li1	-	-	16800
met1	25.0	69000	18500
met2	34.1	92500	1916
met3	9.88	21700	441
met4	9.03	10200	12
met5	0.234	102	-
Power figures rest on the tool's default switching activity, not on a simulated workload.
